**design/flow/run.sh**
```bash
#!/bin/bash
# OpenROAD 26Q1-2900-gdf79404cd8, Yosys 0.63+post, stock flow scripts
make -C /OpenROAD-flow-scripts/flow DESIGN_CONFIG=/design/flow/config.mk WORK_HOME=/design/flow/orfs finish
```
**design/flow/config.mk**
```make
export PLATFORM = sky130hd
export DESIGN_NAME = Instruction_Decode_Execute_Pipeline
export DESIGN_NICKNAME = Instruction_Decode_Execute_Pipeline
export VERILOG_FILES = /design/flow/design.v
export SDC_FILE = /design/flow/constraint.sdc
export NUM_CORES = 4
export LEC_CHECK = 1
export CORE_AREA = 10 10 199 199
export DIE_AREA = 0 0 209 209
```
**design/flow/constraint.sdc**
```tcl
current_design Instruction_Decode_Execute_Pipeline

set clk_period 1.4
set clk_io_pct 0.2

create_clock -name clk0 -period $clk_period [get_ports {clock}]

set non_clock_inputs [all_inputs -no_clocks]
set_input_delay [expr $clk_period * $clk_io_pct] -clock clk0 $non_clock_inputs
set_output_delay [expr $clk_period * $clk_io_pct] -clock clk0 [all_outputs]
```
**design/flow/design.v**
```verilog
`timescale 1ns / 1ps
module Instruction_Decode_Execute_Pipeline (
    input           clock,
    input           reset,
    input           id_stall,
    input           ex_stall,
    input           id_jump_link,
    input           id_reg_dst,
    input           id_alu_src,
    input [4:0]     id_alu_op,
    input           id_mem_read,
    input           id_mem_write,
    input           id_mem_to_reg,
    input           id_reg_write,
    input [4:0]     id_rs,
    input [4:0]     id_rt,
    input           id_w_rs_ex,
    input           id_n_rs_ex,
    input           id_w_rt_ex,
    input           id_n_rt_ex,
    input [31:0]    id_reg1_end,
    input [31:0]    id_reg2_end,
    input [31:0]    id_pc,
    input [16:0]    id_sign_extended_immediate,
    output reg          ex_jump_link,
    output     [1:0]    ex_jump_link_reg_dst,
    output reg          ex_alu_src,
    output reg [4:0]    ex_alu_op,
    output reg          ex_mem_read,
    output reg          ex_mem_write,
    output reg          ex_mem_to_reg,
	output reg          ex_reg_write,
    output reg [4:0]    ex_rs,
    output reg [4:0]    ex_rt,
    output reg          ex_w_rs_ex,
    output reg          ex_n_rs_ex,
    output reg          ex_w_rt_ex,
    output reg          ex_n_rt_ex,
    output reg [31:0]   ex_reg1_data,
    output reg [31:0]   ex_reg2_data,
    output reg [31:0]   ex_pc,
    output     [31:0]   ex_sign_extended_immediate,
    output     [4:0]    ex_rd,
    output     [4:0]    ex_shamt
);
    reg [16:0] ex_sign_ex_imm_creator;
    reg ex_reg_dst;
    assign ex_jump_link_reg_dst = (ex_jump_link) ? 2'b10 : ( (ex_reg_dst) ? 2'b01 : 2'b00 );
    assign ex_rd = ex_sign_extended_immediate[15:11];
    assign ex_shamt = ex_sign_extended_immediate[10:6];
    assign ex_sign_extended_immediate = (ex_sign_ex_imm_creator[16]) ? {15'h7fff, ex_sign_ex_imm_creator[16:0]} : {15'h0000, ex_sign_ex_imm_creator[16:0]};
    always @ (posedge clock) begin
        ex_jump_link            <= (reset) ? 1'b0   : ( (ex_stall) ? ex_jump_link : id_jump_link );
        ex_reg_dst              <= (reset) ? 1'b0   : ( (ex_stall) ? ex_reg_dst : id_reg_dst);
        ex_alu_src              <= (reset) ? 1'b0   : ( (ex_stall) ? ex_alu_src : id_alu_src);
        ex_alu_op               <= (reset) ? 5'b0   : ( (ex_stall) ? ex_alu_op : ( (id_stall) ? 5'b0 : id_alu_op));
        ex_mem_read             <= (reset) ? 1'b0   : ( (ex_stall) ? ex_mem_read : ( (id_stall) ? 1'b0 : id_mem_read));
        ex_mem_write            <= (reset) ? 1'b0   : ( (ex_stall) ? ex_mem_write : ( (id_stall) ? 1'b0 : id_mem_write));
        ex_mem_to_reg           <= (reset) ? 1'b0   : ( (ex_stall) ? ex_mem_to_reg : id_mem_to_reg);
        ex_reg_write            <= (reset) ? 1'b0   : ( (ex_stall) ? ex_reg_write : ( (id_stall) ? 1'b0 : id_reg_write));
        ex_reg1_data            <= (reset) ? 32'b0  : ( (ex_stall) ? ex_reg1_data : id_reg1_end);
        ex_reg2_data            <= (reset) ? 32'b0  : ( (ex_stall) ? ex_reg2_data : id_reg2_end);
        ex_pc                   <= (reset) ? 32'b0  : ( (ex_stall) ? ex_pc : id_pc);
        ex_sign_ex_imm_creator  <= (reset) ? 17'b0  : ( (ex_stall) ? ex_sign_ex_imm_creator : id_sign_extended_immediate);
        ex_rs                   <= (reset) ? 5'b0   : ( (ex_stall) ? ex_rs : id_rs);
        ex_rt                   <= (reset) ? 5'b0   : ( (ex_stall) ? ex_rt : id_rt);
        ex_w_rs_ex              <= (reset) ? 1'b0   : ( (ex_stall) ? ex_w_rs_ex : ( (id_stall) ? 1'b0 : id_w_rs_ex));
        ex_n_rs_ex              <= (reset) ? 1'b0   : ( (ex_stall) ? ex_n_rs_ex : ( (id_stall) ? 1'b0 : id_n_rs_ex));
        ex_w_rt_ex              <= (reset) ? 1'b0   : ( (ex_stall) ? ex_w_rt_ex : ( (id_stall) ? 1'b0 : id_w_rt_ex));
        ex_n_rt_ex              <= (reset) ? 1'b0   : ( (ex_stall) ? ex_n_rt_ex : ( (id_stall) ? 1'b0 : id_n_rt_ex));
    end
endmodule  
```
==> out/results.ini <==
[outcome]
status = complete, but fails checks
violations = negative setup slack

[logic_synthesis]
netlist_top_cells_area = sky130_fd_sc_hd__dfxtp_1 (53%), sky130_fd_sc_hd__mux2i_1 (24%), sky130_fd_sc_hd__nor2_1 (9.0%), sky130_fd_sc_hd__buf_4 (4.3%), sky130_fd_sc_hd__buf_12 (4.2%)
netlist_area_sq_um = 5270
yosys.area.top_type_share_pct = 52.8
ys_cells = 490
largest_area_cell = sky130_fd_sc_hd__dfxtp_1
ys_seq_share_pct = 52.8
synth-warning-count = 1
syn_area_per_cell_sq_um = 10.8
synth_chip_area_sq_um = 5270
synth_flops = 139
synthDistinctLibCells = 15
syn-instance-count = 490

[floorplanning]
die_height_microns = 209
design.portCount = 308
die_w_microns = 209
core_sq_um = 35400
initCoreUtil_pct = 14.9
std_cell_rows = 69
chip_area_sq_um = 43700

[worst_hold_path]
hold-path-cell-count = 2
worstHoldPathType = input pin to flip-flop

[routing]
wl_mm = 18.6
initialDrtViolationCount = 180
uppermost_metal_layer_occupied_by_signal_nets = met4
wl_met3_mm = 1.68
final_routed_wire_length_divided_by_cell_count_microns = 14.7
met2_wire_len_mm = 9.17
diodes = 0
drt_pre_antenna_iters = 4
vias_per_cell = 3.48
detail_route.wirelength.met1_mm = 7.48
route.antenna.remaining_nets = 0
remaining_drcs = 0
route.vias.total = 4403

[final_timing]
timing.slew.headroom_pct = 71.9
timing_worst_slew_pin_value_ps = 422
finalClockPeriodUsage_pct = 101
final_hold_viol_count = 0
timing.hold.ws_ps = 141
grt_setup_unrepaired = true
timing.final.setup_violations = 9
skew_ps = 0
maxSlewViolCount = 0
setup_ws_ps = -14.3
finalWorstPathRequiredPeriod_ps = 1410
max_freq_mhz = 707

[critical_path]
crit_path_max_fanout = 5
worstPathArrival_ps = 1130
r2r_cells = 3
critPathSlowestCell = sky130_fd_sc_hd__dfxtp_4
path_common_cell = sky130_fd_sc_hd__buf_6
cp_data_required_time_ps = 1120
endpoint_kind = output pin
timing.critical_path.from_type = flip-flop
timing.critical_path.cells = buf_6 -> buf_6 -> buf_6
critical_path_class = flip-flop to output pin
critical-path-max-stage-delay_ps = 350

[power]
power-per-cell-area_nw_per_um2 = 1170
vdd.ir_drop.worst_mv = 0.821
static-leakage-power_nw = 4.47

[clock_network]
clock_tree.buffer_depth = 2
cts.root.buffer_cell = sky130_fd_sc_hd__clkbuf_16
cts.clk_slew.worst_paths_ps = 60
clock_sinks = 139
clock_tree_from_tritoncts = yes
cts.htree.levels = 4
clkLatencyLatePin_ps = 430
cts_buffers = 17

[finish]
area_growth_syn_to_layout_pct = 78.4
reg_top3 = ex_pc: 32 flops, ex_reg1_data: 32 flops, ex_reg2_data: 32 flops
drive_above_1_share_pct = 22.2
num-fill-cells = 3756

[job]
cap_violations = 0
warning_total_across_the_stage_logs = 27

[global_routing]
via_count_of_the_first_global_routing_pass = 4559
first_pass_grt_wire_length_mm = 28.4
grt_start_max_net_pins = 73
grt_usage_pct = 8.21
grt_antenna_before_repair = 0
grt_overflow_total = 0

[place]
pre_cts_ws_ps = 10.5
detailedPlacementHpwl_mm = 14.0
io_buffer_count = 307
place.gp.congestion = 0.788

==> synth_stat cells, drive strengths merged <==
library cell  count
dfxtp           139
mux2i           127
nor2            127
buf              49
nand2            12
nand2b           11
o22ai            11
clkbuf           10
a21oi             1
nor2b             1
or2               1
or3b              1
==> worst max-delay path, delay by kind of cell, from the launching register on <==
family | cells | cell delay (ps)
buf+inv | 3 | 350
flops | 1 | 350
==> layout make-up <==
| cell class | count | area (sq um) | share of cell area [%] |
|---|---|---|---|
| Multi-Input combinational cell | 292 | 1960 | 20.9 |
| Clock inverter | 13 | 239 | 2.54 |
| Sequential cell | 139 | 2900 | 30.9 |
| Tap cell | 461 | 577 | 6.14 |
| Clock buffer | 19 | 433 | 4.61 |
| Timing Repair Buffer | 340 | 3280 | 34.9 |
==> path summary, 6_finish.rpt <==
path,slack [ps],endpoint,startpoint
max,-10,ex_sign_extended_immediate[21],ex_sign_ex_imm_creator[16]$_SDFFE_PP0N_
min,140,ex_alu_op[2]$_SDFFE_PP0N_,reset
max reg2reg,610,ex_sign_ex_imm_creator[16]$_SDFFE_PP0N_,ex_sign_ex_imm_creator[16]$_SDFFE_PP0N_
min reg2reg,470,ex_alu_op[3]$_SDFFE_PP0N_,ex_alu_op[3]$_SDFFE_PP0N_
==> what timing repair did <==
item,CTS,global route
endpoints found under the hold margin,0,0
gates resized,330,2
hold buffers,0,0
gates cloned,2,0
endpoints found under the setup margin,165,19
setup buffers,12,0
==> layout by cell type (no fill, tap or decap) <==
master	Yosys	layout
sky130_fd_sc_hd__buf_6	1	23
sky130_fd_sc_hd__or2_1	1	1
sky130_fd_sc_hd__o22ai_1	11	11
sky130_fd_sc_hd__bufinv_16	0	6
sky130_fd_sc_hd__buf_4	30	20
sky130_fd_sc_hd__nand2b_1	11	11
sky130_fd_sc_hd__dfxtp_2	0	93
sky130_fd_sc_hd__mux2i_1	127	127
sky130_fd_sc_hd__nor2b_4	0	1
sky130_fd_sc_hd__nand2_1	12	12
sky130_fd_sc_hd__clkbuf_1	10	2
sky130_fd_sc_hd__clkinvlp_4	0	2
sky130_fd_sc_hd__clkdlybuf4s15_1	0	7
sky130_fd_sc_hd__clkbuf_16	0	17
sky130_fd_sc_hd__or3b_1	1	1
sky130_fd_sc_hd__dfxtp_1	139	45
sky130_fd_sc_hd__dlygate4sd2_1	0	140
sky130_fd_sc_hd__clkdlybuf4s50_1	0	140
sky130_fd_sc_hd__dfxtp_4	0	1
sky130_fd_sc_hd__clkbuf_2	0	1
sky130_fd_sc_hd__a21oi_1	1	1
sky130_fd_sc_hd__clkinv_4	0	2
sky130_fd_sc_hd__buf_12	11	7
sky130_fd_sc_hd__nor2_1	127	127
sky130_fd_sc_hd__buf_16	0	1
sky130_fd_sc_hd__buf_2	7	1
sky130_fd_sc_hd__inv_6	0	3
==> power breakdown <==
group	switching, mW	internal, mW
registers	0.109	4.22
logic	0.465	0.939
clock network	1.89	3.36
total	2.47	8.52
==> per-layer routing <==
layer | GRT usage [%] | vias to the layer above
li1 | - | 2200
met5 | 0 | -
met2 | 13.8 | 141
met1 | 9.76 | 2053
met4 | 1.04 | 0
met3 | 3.57 | 9
==> through the flow <==
step	util (%)	power (mW)	cell area, sq um	std cells	TNS (ps)
finish	26.6	11.0	9400	1264	-106
global route	26.6	11.5	9400	1264	-571
CTS	26.8	11.2	9470	1268	-1350
detailed placement	24.5	5.93	8670	1223	0
global placement	24.5	5.92	8670	1223	-10.8
floorplan	-	4.91	5270	490	0
==> cells by family (layout without fill, tap and decap cells) <==
family | count (synthesis) | count (layout) | synth area share [%]
buffers and inverters | 59 | 372 | 10.0
and+or+nand+nor | 153 | 153 | 11.6
AOI/OAI and AO/OA | 12 | 12 | 1.40
muxes | 127 | 127 | 24.1
DFF | 139 | 139 | 52.8
Power and IR drop assume default switching activity.
