==> /design/flow/run.sh <==
#!/bin/bash
# OpenROAD 26Q1-2900-gdf79404cd8, Yosys 0.63+post, stock flow scripts
make -C /OpenROAD-flow-scripts/flow DESIGN_CONFIG=/design/flow/config.mk WORK_HOME=/design/flow/orfs finish
==> /design/flow/config.mk <==
export PLATFORM = sky130hd
export DESIGN_NAME = RegisterFile
export DESIGN_NICKNAME = RegisterFile
export VERILOG_FILES = /design/flow/design.v
export SDC_FILE = /design/flow/constraint.sdc
export NUM_CORES = 4
export LEC_CHECK = 1
export CORE_UTILIZATION = 40
==> /design/flow/constraint.sdc <==
current_design RegisterFile

set clk_period 24.7
set clk_io_pct 0.2

create_clock -name clk0 -period $clk_period [get_ports {clock}]

set non_clock_inputs [all_inputs -no_clocks]
set_input_delay [expr $clk_period * $clk_io_pct] -clock clk0 $non_clock_inputs
set_output_delay [expr $clk_period * $clk_io_pct] -clock clk0 [all_outputs]
==> /design/flow/design.v <==
`timescale 1ns / 1ps
module RegisterFile (
    input           clock,
    input           reset,
    input [4:0]     read_reg1,
    input [4:0]     read_reg2,
    output [31:0]   id_reg1_data,
    output [31:0]   id_reg2_data,
    input           wb_reg_write,
    input [4:0]     wb_rt_rd,
    input [31:0]    wb_write_data
);
    reg [31:0] registers [1:31];
    integer i;
    initial begin
        for (i = 1; i < 32; i = i + 1) begin
            registers[i] <= 0;
        end
    end
    always @ (posedge clock) begin
        if (reset) begin
            for (i = 1; i < 32; i = i + 1) begin
                registers[i] <= 0;
            end
        end
        else begin
            if (wb_rt_rd != 0 & wb_reg_write) begin
                registers[wb_rt_rd] <= wb_write_data;
            end
        end
    end
    assign id_reg1_data = (read_reg1 == 0) ? 32'b0 : registers[read_reg1];
    assign id_reg2_data = (read_reg2 == 0) ? 32'b0 : registers[read_reg2];
endmodule  
==> out/metrics.cfg <==
[worst_hold_path]
min_path_cells=2
hold_start=wb_write_data[2]
min_to=registers[0][2]
min_path_type=in2reg

[route]
drtPass1Iterations=7
drtAntennaViolNets=0
drt-initial-drc-count=2166
via_per_inst=5.99
vias=32333
drcViolationCount=0
diodes=0
wire_per_inst_um=32.6
finalWirelength_um=176000

[yosys]
async_flop_share_pct=0
top_logic_kind=multiplexers
synth_flops=1024
synthMuxAreaShare_pct=23.0
yosysWarnings=1
ys_area_sq_um=54200
ys_sh_aoi_pct=3.65
ys_sh_simple_pct=13.3
synth-edff-count=1024
xor_share_pct=0
ys_cells=3500
syn_area_sq_um=54200
ff_type=edfxtp_1
synth.avg_cell_area_sq_um=15.5
syn_inst=3500
postSynthSeqShare_pct=56.7
synthAdderAreaFrac_pct=0
ys_types=43

[finish]
fin_util_pct=45.5
regMostFlops=registers
top_regs=registers (1024)
largest_reg_flops=1024
syn_to_final_growth_pct=12.3
drive_above_1_share_pct=24.8
fin_area_sq_um=60900

[floorplan]
die_x_um=370
die_h_um=370
core_sq_um=134000
ios=114
core_util_floorplan_pct=40.5
row_count=134
die_area_sq_um=137000

[setup_path]
cp-end-kind=output pin
crit_fanout=52
cp-start-kind=primary input
crit_arrival_ns=10.26
path_class=in2out
cp_data_required_time_ns=19.76

[global_routing]
grt_max_degree=74
antenna_found_initial=5
grt_pass1_vias=35234
grt-ovfl-total=0
track_usage_pct=28.3
grt_pass1_wl_um=250000

[final_timing]
hold_slack_ns=5.07
finalSetupViolCount=0
fmax_mhz=65.8
finalClockPeriodUsage_pct=61.6
finalWorstSetupSlack_ns=9.50
max_slew_margin_pct=23.1
timing.final.crit_period_ns=15.20
drv_slew=0
worst_pin_slew_ns=1.15
rsz0062_at_grt=no
finalHoldViolations=0
setup_tns_ns=0

[place]
place_congestion=0.917
hpwl_um=104000
pre_cts_ws_ns=9.59
numPortBuffers=113
dpl-instance-area_sq_um=57400

[cts]
ctsHtreeMaxLevel=3
hold_buffers=0
cts_num_sinks=1024
clk_pin_slew_worst_paths_ns=0.06
cts_buffers=111
postCtsSetupBuffers=0
cts_buffer_depth=3
root_buffer=clkbuf_16
cts_tree=yes
cts_resized=0

[status]
status=complete, no violations

[power_and_ir_drop]
p_leak_nw=20.7
power_density_nw_per_um2=69.2
ir_worst_vdd_v=0.0000682

[job]
timing.max_cap.violations=0
warnings=26

through the flow:
stage	power (mW)	std cells
2_1_floorplan	2.37	3531
6_report	4.22	5399
3_5_place_dp	2.59	5195
5_1_grt	4.33	5399
3_3_place_gp	2.59	5195
4_1_cts	4.23	5399
critical path: stages:
cell	delay, ns
buf_8	0.48
buf_4	0.65
buf_4	0.67
buf_4	0.63
buf_4	0.55
mux4_2	0.56
a22o_1	0.25
a2111oi_1	0.79
nor3_1	0.15
clkdlybuf4s50_1	0.46
how the worst max path moves through the flow:
stage         slack [ns]                to         start  depth (start not counted)
global route        9.23  id_reg2_data[30]  read_reg2[0]                         11
finish              9.50  id_reg2_data[26]  read_reg2[0]                         10
CTS                 9.54  id_reg2_data[26]  read_reg2[0]                         10
layout by cell type, fill, tap and decap left out, types with 4 or more instances in the layout:
cell,n
a221oi_1,4
a21oi_1,12
a2111oi_0,14
o21ai_1,4
or2_2,32
nor4_1,5
mux2_2,30
nand2b_1,6
clkdlybuf4s50_1,105
bufinv_16,12
a2111oi_1,41
inv_6,4
and2_1,994
a32o_1,4
clkbuf_1,28
nor2_4,17
nor3_1,54
nor2_2,15
mux2i_1,150
clkinv_1,25
o22ai_1,103
or3b_2,4
buf_4,167
nor2b_1,12
a22o_1,51
clkinv_2,20
mux4_2,472
clkbuf_16,113
a22oi_1,16
nand3_1,5
edfxtp_1,1024
conb_1,32
nor2_1,4
nand3b_1,5
a211oi_1,7
nand2_1,8
cell families after synthesis:
family	Yosys count
mux	652
buf+inv	386
simple gates	1178
flops	1024
other cells	1
compound gates	259
where the power goes:
part / internal [mW] / leakage [nW] / total (mW) / switching, mW
Combinational: 0.227 / 9.23 / 0.505 / 0.279
Clock: 0.958 / 1.73 / 1.65 / 0.696
Sequential: 2.01 / 9.75 / 2.06 / 0.0473
layout make-up:
type	instances	area [sq um]
inverter	2	7.51
tap	1768	2210
sequential	1024	30700
multi-input combinational	2121	22000
fill	11411	73100
clock buffer	141	2930
clock inverter	63	606
timing repair buffer	280	2400
layer usage:
| layer | track usage [%] | routed length, um | vias to the layer above | share of wire, % |
|---|---|---|---|---|
| li1 | - | - | 13638 | - |
| met1 | 34.3 | 57500 | 15843 | 33 |
| met2 | 39.8 | 79100 | 2453 | 45 |
| met3 | 21.1 | 31300 | 385 | 18 |
| met4 | 9.46 | 7610 | 14 | 4.3 |
| met5 | 2.83 | 554 | - | 0.31 |
Yosys cell counts, types with 14 or more instances:
| library cell | number | share of area (%) |
|---|---|---|
| nor2b_1 | 14 | 0.16 |
| buf_4 | 37 | 0.51 |
| a2111oi_0 | 14 | 0.23 |
| a22o_1 | 51 | 0.82 |
| and2_1 | 995 | 11 |
| buf_6 | 19 | 0.39 |
| o22ai_1 | 103 | 1.2 |
| edfxtp_1 | 1024 | 57 |
| mux4_2 | 472 | 20 |
| buf_2 | 48 | 0.44 |
| or2_2 | 31 | 0.36 |
| mux2_2 | 30 | 0.62 |
| nor2_1 | 36 | 0.25 |
| clkbuf_1 | 263 | 1.8 |
| a2111oi_1 | 41 | 0.76 |
| buf_1 | 17 | 0.12 |
| nor3_1 | 54 | 0.50 |
| a22oi_1 | 16 | 0.22 |
| mux2i_1 | 150 | 2.8 |
Power is estimated from default activity; no workload was simulated.
