File: design.v
`timescale 1ns / 1ps
module DataMemoryInterface (
    input           clock,
    input           reset,
    input [31:0]    address,
    input           mem_write,
    input [31:0]    data_write,
    input           mem_read,
    output [31:0]   read_data
);
    reg [31:0] memory [0:127];
    integer i;
    initial begin
        for (i = 0; i < 128; i = i + 1) begin
            memory[i] = 0;
        end
    end
    always @ (posedge clock) begin
        if (reset) begin
            for (i = 0; i < 128; i = i + 1) begin
                memory[i] = 0;
            end
        end
        else begin
            if (mem_write) begin
                memory[address[6:0]] <= data_write;  
            end
        end
    end
    assign read_data = (mem_read) ? memory[address[6:0]] : 32'hxxxxxxxx;
endmodule  
File: run.sh
#!/bin/bash
# OpenROAD 26Q1-2900-gdf79404cd8, Yosys 0.63+post, stock flow scripts
make -C /OpenROAD-flow-scripts/flow DESIGN_CONFIG=/design/flow/config.mk WORK_HOME=/design/flow/orfs finish
File: config.mk
export PLATFORM = sky130hd
export DESIGN_NAME = DataMemoryInterface
export DESIGN_NICKNAME = DataMemoryInterface
export VERILOG_FILES = /design/flow/design.v
export SDC_FILE = /design/flow/constraint.sdc
export NUM_CORES = 4
export LEC_CHECK = 1
export CORE_UTILIZATION = 40
File: constraint.sdc
current_design DataMemoryInterface

set clk_period 64.6
set clk_io_pct 0.2

create_clock -name clk0 -period $clk_period [get_ports {clock}]

set non_clock_inputs [all_inputs -no_clocks]
set_input_delay [expr $clk_period * $clk_io_pct] -clock clk0 $non_clock_inputs
set_output_delay [expr $clk_period * $clk_io_pct] -clock clk0 [all_outputs]
==> qor.json <==
{
  "status": "finished, final reports clean",
  "crit_path_cell_trace": "buf_8, buf_4, buf_4, buf_4, nor2b_4, buf_4, buf_4, buf_4, buf_4, a221oi_1, nor3_1, o21ai_0, a31oi_1, a211o_1, clkdlybuf4s50_1",
  "summed_instance_area_of_the_synthesized_netlist_um2": 189000,
  "grt_first_pass_wirelength_mm": 936,
  "cts_tree": "yes",
  "worstSetupEndpoint": "read_data[0]",
  "detail-route-antenna-nets": 0,
  "hold_path_startpoint": "data_write[29]",
  "overflow": 0,
  "postCtsHoldBufs": 0,
  "crit_arrival_ps": 19990,
  "fp_util_pct": 40.2,
  "layout_worst_path_cycle_share_pct": 50.9,
  "cts_inserted_buffers": 440,
  "globalplace.congestion": 0.963,
  "dp_hpwl_mm": 410,
  "pin_count_of_the_biggest_net_entering_global_routing": 78,
  "initial_antenna_violation_count": 41,
  "power.sequential.fraction_pct": 51.2,
  "die_width_um": 690,
  "clock-root-buffer": "sky130_fd_sc_hd__clkbuf_16",
  "largest_reg_flops": 4096,
  "finish.utilization_pct": 44.7,
  "fp.dieArea_um2": 476000,
  "yosysUniqueCellTypes": 75,
  "ys_cells": 14261,
  "timing.slew.headroom_pct": 9.29,
  "min_clock_period_post_route_ps": 32910,
  "ys.warnings.count": 1,
  "maxClockFrequency_mhz": 30.4,
  "flow.area_growth_from_synthesis_pct": 11.3,
  "timing.setup.critical_path_class": "input port to output port",
  "track_usage_pct": 30.5,
  "sw_ratio_pct": 24.8,
  "first_global_vias": 118912,
  "hold_slack_ps": 12400,
  "report.final.hold_viol_count": 0,
  "worst_hold_path_type": "input port to flip-flop",
  "fin_setup_tns_ps": 0,
  "vias_per_instance": 5.82,
  "core_area_um2": 471000,
  "cp-start-kind": "input port",
  "yosysTopAreaCell": "sky130_fd_sc_hd__edfxtp_1",
  "yosysTopAreaCellShare_pct": 65.0,
  "ctsResizeCount": 0,
  "power_report.internal_total_w": 0.00453,
  "port-buffer-count": 73,
  "dominantRegCellSynth": "sky130_fd_sc_hd__edfxtp_1",
  "clk_path_buf_depth": 4,
  "cellPowerDensity_nw_per_um2": 28.6,
  "timing_max_transition_violations_final": 0,
  "post-cts-setup-buffer-count": 0,
  "chipHeight_um": 690,
  "drive_above_1_share_pct": 14.1,
  "cts.sinks": 4096,
  "p_clk_share_pct": 39.8,
  "leakagePower_nw": 73.0,
  "syn_avg_cell_area_um2": 13.3,
  "worstMarginPinSlew_ps": 1350,
  "max_cap_viol_count": 0,
  "enable_flop_cells": 4096,
  "clk_pin_slew_worst_paths_ps": 60,
  "final_count_of_negative_setup_slack_endpoints": 0,
  "comb_power_share_pct": 9.1,
  "place.detailed.instances": 19675,
  "fin_total_pwr_w": 0.00603,
  "dr.pass1.iters": 9,
  "critPathLaunch": "address[1]",
  "detailroute.via_count": 119167,
  "drt-wirelength-per-cell_um": 33.0,
  "dr.first_iter.drc_count": 8933,
  "crit_path_max_incr_delay_ps": 810,
  "synth.ff_latch_count": 4096,
  "synthTopCellsByArea": "sky130_fd_sc_hd__edfxtp_1, sky130_fd_sc_hd__and2_1, sky130_fd_sc_hd__mux2i_1",
  "synthesis.instances": 14261,
  "cp_max_fo": 40,
  "chip_area_in_the_yosys_report_um2": 189000,
  "rows": 252,
  "stdcell_count": 20493,
  "vdd.ir_drop.worst_mv": 0.0236,
  "worstPathRequired_ps": 51680,
  "slowest_stage": "sky130_fd_sc_hd__a31oi_1",
  "cts_htree_levels": 5,
  "warnings": 53,
  "unrepaired_setup_endpoints_after_global_routing": "false",
  "p_switching_w": 0.00149,
  "postSynthSeqShare_pct": 65.0,
  "async_flop_share_pct": 0,
  "totalWireLength_mm": 677,
  "critPathCaptureType": "output port",
  "post_detailed_route_drc_marker_count": 0,
  "floorplan.io_pins": 100,
  "cp_common_cell": "sky130_fd_sc_hd__buf_4"
}
cell usage in the layout (no fill, tap or decap), types with 53 or more instances in the layout:
cell type / count
sky130_fd_sc_hd__o2bb2ai_1: 137
sky130_fd_sc_hd__a221oi_1: 374
sky130_fd_sc_hd__or2_2: 129
sky130_fd_sc_hd__mux2_2: 260
sky130_fd_sc_hd__clkbuf_16: 446
sky130_fd_sc_hd__clkinv_1: 124
sky130_fd_sc_hd__a211oi_1: 77
sky130_fd_sc_hd__a21oi_1: 381
sky130_fd_sc_hd__buf_4: 701
sky130_fd_sc_hd__o22ai_1: 122
sky130_fd_sc_hd__edfxtp_1: 4096
sky130_fd_sc_hd__mux2i_1: 438
sky130_fd_sc_hd__mux4_2: 53
sky130_fd_sc_hd__o21ai_0: 267
sky130_fd_sc_hd__a31oi_1: 72
sky130_fd_sc_hd__nor2_1: 137
sky130_fd_sc_hd__a22oi_1: 342
sky130_fd_sc_hd__a221o_1: 166
sky130_fd_sc_hd__clkinv_2: 74
sky130_fd_sc_hd__a222oi_1: 130
sky130_fd_sc_hd__clkbuf_1: 108
sky130_fd_sc_hd__a22o_1: 100
sky130_fd_sc_hd__nor2_2: 126
sky130_fd_sc_hd__and2_1: 4121
sky130_fd_sc_hd__o221ai_1: 118
sky130_fd_sc_hd__nand2_1: 349
power groups by stage:
stage     Sequential [W]  Combinational, W  Clock, W
4_1_cts          0.00309          0.000530   0.00241
5_1_grt          0.00310          0.000564   0.00251
6_report         0.00309          0.000546   0.00240
layout make-up:
type                       count  area [um2]
multi-input combinational   8555       60300
antenna                       24        60.1
tap                         6223        7790
inverter                      25         118
timing repair buffer         776        6150
fill                       40808      260000
clock inverter               240        1820
sequential                  4096      123000
clock buffer                 554       11600
cells in the mapped netlist (all sizes together), types with 37 or more instances:
| master | count |
|---|---|
| mux4 | 53 |
| nand3b | 50 |
| o22ai | 122 |
| a211o | 44 |
| o2bb2ai | 137 |
| a221oi | 374 |
| o211ai | 37 |
| nand3 | 42 |
| or2 | 129 |
| nor2 | 267 |
| buf | 420 |
| edfxtp | 4096 |
| clkbuf | 1165 |
| a221o | 166 |
| o32ai | 40 |
| a211oi | 93 |
| a22oi | 342 |
| mux2 | 281 |
| a21oi | 381 |
| a22o | 100 |
| nor2b | 54 |
| a31oi | 72 |
| o21ai | 268 |
| o221ai | 118 |
| mux2i | 438 |
| and2 | 4125 |
| nand2 | 360 |
| a222oi | 130 |
kinds of logic after synthesis:
group	after synthesis	synth area share [%]
buffers and inverters	1610	3.57
and+or+nand+nor	5125	16.1
AOI/OAI and AO/OA	2658	10.7
muxes	772	4.62
DFF	4096	65.0
worst min-delay path by stage:
| stage | to | slack (ps) | cells after the start |
|---|---|---|---|
| finish | memory[91][29] | 12400 | 2 |
| global route | memory[94][29] | 12380 | 2 |
| CTS | memory[91][29] | 12340 | 2 |
critical path: cells and delay by family:
| family | cells | cell delay, ps |
|---|---|---|
| compound gates | 4 | 1750 |
| buf+inv | 9 | 4480 |
| simple gates | 2 | 500 |
per-layer routing:
| layer | GRT usage (%) | vias to the layer above | part of all wire (%) |
|---|---|---|---|
| met5 | 2.99 | - | 0.26 |
| met3 | 24.0 | 1454 | 19 |
| li1 | - | 52123 | - |
| met2 | 41.7 | 7007 | 43 |
| met1 | 35.6 | 58521 | 33 |
| met4 | 13.7 | 62 | 5.8 |
metrics by stage:
stage                     worst slack [ps]  cell area, um2
after floorplan                      36960          189000
final                                31690          211000
after CTS                            32090          211000
after detailed placement             32140          197000
after global placement               32160          197000
after global routing                 31650          211000
Power figures rest on the tool's default switching activity, not on a simulated workload.
